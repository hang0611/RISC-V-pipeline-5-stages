File: constraint.sdc
current_design alu

set clk_period 22.0
set clk_io_pct 0.2

create_clock -name clk0 -period $clk_period [get_ports {clk}]

set non_clock_inputs [all_inputs -no_clocks]
set_input_delay [expr $clk_period * $clk_io_pct] -clock clk0 $non_clock_inputs
set_output_delay [expr $clk_period * $clk_io_pct] -clock clk0 [all_outputs]
File: config.mk
export PLATFORM = sky130hd
export DESIGN_NAME = alu
export DESIGN_NICKNAME = alu
export VERILOG_FILES = /design/flow/design.v
export SDC_FILE = /design/flow/constraint.sdc
export NUM_CORES = 4
export LEC_CHECK = 1
export CORE_UTILIZATION = 50
File: run.sh
#!/bin/bash
# OpenROAD 26Q1-2900-gdf79404cd8, Yosys 0.63+post, stock flow scripts
make -C /OpenROAD-flow-scripts/flow DESIGN_CONFIG=/design/flow/config.mk WORK_HOME=/design/flow/orfs finish
File: design.v
module alu (
	input clk,     
	input rst_n,   
	input [2:0] alu_controlE,
	input alu_srcE,
	input [31:0] RD1E,
	input [31:0] RD2E,
	input [31:0] PCE,
	input [4:0] RdE,
	input [31:0] immExtE,
	input [31:0] PC_plus4E,
	input [1:0] forwardAE,
	input [1:0] forwardBE,
	input [31:0] resultW,
	input wire for1_4A,
	input wire for1_4B,
	output reg [31:0] alu_resultM,
	output reg [31:0] write_dataM,
	output reg [4:0] RdM,
	output reg [31:0] PC_plus4M,
	output [31:0] PC_targetE,
	output zeroE
);
reg [31:0] SrcAE;
reg [31:0] SrcBE;
reg [31:0] alu_result;
reg [31:0] write_dataE;
localparam ADD = 3'b000;
localparam SUB = 3'b001;
localparam AND =  3'b010;
localparam OR = 3'b011;
localparam SLT = 3'b101;
localparam MUL = 3'b110;
assign PC_targetE = PCE + immExtE;
always @(alu_srcE, write_dataE, immExtE) begin
	if (alu_srcE) begin
		SrcBE = immExtE;
	end
	else begin
		SrcBE = write_dataE;
	end
end
always @(RD2E, immExtE, forwardBE, alu_resultM, resultW, for1_4B) begin
	if (for1_4B) begin
		write_dataE = RD2E;
	end
	else begin
		case (forwardBE)
			2'b00: write_dataE = RD2E;
			2'b01: write_dataE = resultW;
			2'b10: write_dataE = alu_resultM;
			default : write_dataE = 0;
		endcase
	end
end
always @(forwardAE, RD1E, alu_resultM, resultW, for1_4A) begin
	if (for1_4A) begin
		SrcAE = RD1E;
	end
	else begin
		case (forwardAE)
			2'b00: SrcAE = RD1E;
			2'b01: SrcAE = resultW;
			2'b10: SrcAE = alu_resultM;
			default : SrcAE = 0;	
		endcase
	end
end
always @(alu_controlE, SrcAE, SrcBE) begin
	case (alu_controlE)
		ADD: alu_result = SrcAE + SrcBE;
		SUB: alu_result = SrcAE - SrcBE;
		AND: alu_result = SrcAE & SrcBE;
		OR: alu_result = SrcAE | SrcBE;
		SLT: alu_result = (SrcAE < SrcBE)?1:0;
		MUL: alu_result = SrcAE * SrcBE;
		default : alu_result = 1;
	endcase
end
always @(posedge clk or negedge rst_n) begin
	if(~rst_n) begin
		alu_resultM <= 0;
		write_dataM <= 0;
		RdM <= 0;
		PC_plus4M <= 0;
	end else begin
		alu_resultM <= alu_result;
		write_dataM <= write_dataE;
		RdM <= RdE;
		PC_plus4M <= PC_plus4E;
	end
end
assign zeroE = (alu_result)?0:1;
endmodule
==> run summary <==
Quick summary of the implementation run below.

Of the cells placed in the final design, the portion with a size suffix greater than 1 is 5.281%. The number of buffers on the longest clock path is 2. Counting stages on the worst path, the most repeated cell is sky130_fd_sc_hd__fa_1. The die span in x came out at 232.0 µm. In the CTS report, the clock slew at the register clock pins of the worst setup and hold paths is listed as 80 ps. The critical path's slowest cell is sky130_fd_sc_hd__clkdlybuf4s50_1.

The final layout reports a setup TNS of 0 ps. The count of warning messages emitted by the tools came out at 90. STA classifies the critical path startpoint as a primary input. After layout, the setup clock skew is reported as 10.13 ps. The maximum number of pins on one net before global-route repair is 51.

In the post-route analysis, the smallest setup slack over all paths is 1850 ps. Looking at area per cell type in the netlist, the leader is sky130_fd_sc_hd__fa_1. The number of vias in the routed layout is 24910. The peak-usage layer in the global routing report is met2. The distinct cell type count after synthesis came out at 90.

The maximum level of the CTS H-tree is 3. The CTS tree is built. The via count of the first global-routing pass came out at 25490. After detailed routing, the number of remaining DRC violations is 0. The share of async-settable or async-resettable flops after synthesis is 100.0%. The type of the most critical hold path is register to register. According to the floorplan report, the die height is 232.0 µm. The number of clock sinks seen by CTS is 101. The count of max-cap constraint violations is 0.

Post-CTS repair changed the size of 0 cells. The violation tally from detailed-route iteration zero came out at 2030. The initial core utilization is 51.05%. The hold violation total from the final report came out at 0. The critical path's top delay family is adder cells. In the post-synthesis netlist, the biggest area contributors are sky130_fd_sc_hd__fa_1 (31%), sky130_fd_sc_hd__ha_1 (12%), sky130_fd_sc_hd__dfrtp_1 (9.6%). The tally of non-filler cells in the final layout came out at 4169. The cell at the root of the clock tree is sky130_fd_sc_hd__clkbuf_16.

On the worst path, the slowest cell contributes a delay of 870 ps. The biggest fanout along the worst timing path came out at 25. RePlAce ended its routability-driven mode at a weighted congestion of 1.136.

The clock latency on the worst-skew pair is 360 ps. STA puts the critical path data required time at 17600 ps. The most frequently used flop master after synthesis is sky130_fd_sc_hd__dfrtp_1. The flow ran to the end, and the final reports show no timing, DRC or antenna violations. Of the post-synthesis cell area, the dominant cell type holds 31.10%. The worst path needs 20150 ps of the cycle, external delays included. Setup repair after global routing left no endpoint under its margin. The post-route core utilization is 59.82%. The synthesized instance count came out at 3196. Counting the buffers created by CTS gives 9.

The timing report lists the critical path depth as 33 cells. The share of the Yosys chip area taken by registers is 9.554%. Hold analysis shows the worst path with a depth of 2. The row count came out at 83. In this run the tool buffered the top-level ports with 342 buffer cells.

The met1 track utilization from global routing came out at 59.00%. The transition time recorded at the tightest slew-check pin is 951.9 ps. The arrival time of data at the critical path endpoint is 15750 ps.

In the setup report, the worst path falls into the class primary input to output pin. The final max-slew violation count came out at 0. The yosys synthesis chip area is 0.02645 mm². The overall routed net length came out at 114.7 mm.

Per the post-synthesis stats, the area per cell is 8.277 µm². The chip occupies 0.05383 mm². The count of placed standard cells including taps is 4148.

The fmax came out at 49.63 MHz. The start point of the critical path is forwardAE[1]. The estimated wirelength of the detail-placed design came out at 91.53 mm. Before any placement, the netlist area is recorded as 0.02645 mm². The iteration count of the initial detailed-routing pass is 9. The first-pass GRT wire length came out at 166.6 mm. For this design the top-level I/O count stands at 343. The flow measured a signed area growth from synthesis to layout of 17.19%.

After clock tree synthesis, the setup repair step added 0 buffers. Measured in cells, the most critical reg-to-reg path has a length of 29. The worst slew margin relative to its limit came out at 36.15%. The met3 capacity usage during global routing came out at 26.50%. The most common cell in the synthesized netlist is sky130_fd_sc_hd__inv_1. For this run, global-route usage on met2 was measured as 62.53%. The number of antenna violations at the first check in global routing was 7.

The end point of the critical path is zeroE. The wire length per cell came out at 27.51 µm. The number of routed nets with antenna violations came out at 0. For this run, the final setup violation count is recorded as 0. OpenROAD reports that the post-layout worst path occupies 91.59% of the period. By count the netlist is led by sky130_fd_sc_hd__inv_1 (524), sky130_fd_sc_hd__fa_1 (411), sky130_fd_sc_hd__nor2_1 (384), sky130_fd_sc_hd__nand2_1 (380), sky130_fd_sc_hd__ha_1 (250).

The timing report notes that buffer and inverter cells on the critical path total 9. The total of hold buffers inserted after clock tree synthesis is 0. In this run, synthesis inferred 0 flip-flops with an integrated enable. The type of element capturing the critical path is an output pin. Setup slack on the worst reg-to-reg path comes out at 12800 ps.

The number of filler instances in the final layout came out at 4431. The final global-route overflow total is 0. The global router's overall resource usage came out at 45.76%. For this run, the number of Yosys warnings is 1. The post-synthesis sequential element count is 101. The worst-case setup slack after placement is 2187 ps. Per the OpenROAD floorplan log, the area of the core is 0.05182 mm².

The via density per instance came out at 5.974. The number of cells in the yosys synthesis report is 3196. The destination of the worst register-to-register timing path is alu_resultM[31]$_DFF_PN0_. The launch point of the worst register-to-register path is recorded as alu_resultM[3]$_DFF_PN0_.
==> sequential cells by signal, summed over array words and instances (netlist names) <==
signal	cells
PC_plus4M	32
alu_resultM	32
write_dataM	32
RdM	5
==> cell usage in the layout, fill, tap and decap left out, drive strengths merged, types with 9 or more instances in the layout <==
cell,Yosys,final
a22oi,42,42
nor3,28,28
xnor2,94,94
fa,411,411
nand2,381,381
ha,250,250
nand4,9,9
o211ai,24,24
clkdlybuf4s50,0,338
and2,9,9
nor2b,24,24
nor2,386,386
buf,52,89
o21a,23,23
xor2,25,25
o22ai,17,17
a21o,56,56
o21ai,134,134
nand2b,27,27
nand3,32,32
dfrtp,101,101
a21oi,118,118
clkinv,10,14
o21bai,18,18
inv,543,545
or2,12,12
a31oi,15,15
nand3b,28,28
o221ai,10,10
and3,12,12
and3b,10,10
mux2i,10,10
o31ai,9,9
a22o,22,22
a211oi,30,30
clkbuf,103,9
==> per-layer routing <==
metal / wire (µm) / up-vias
li1: - / 10800
met1: 41340 / 11970
met2: 48000 / 1741
met3: 18060 / 382
met4: 6846 / 14
met5: 443 / -
==> stage by stage <==
step	hold slack [ps]	instance area (µm²)
after global placement	746.4	30670
after floorplan	561.2	26450
after global routing	760.1	30990
after CTS	750.9	30990
final	754.9	31000
after detailed placement	712.8	30670
==> how the worst min path moves through the flow <==
stage	endpoint	startpoint	slack, ps
CTS	write_dataM[24]$_DFF_PN0_	alu_resultM[24]$_DFF_PN0_	750
global route	write_dataM[24]$_DFF_PN0_	alu_resultM[24]$_DFF_PN0_	760
finish	write_dataM[24]$_DFF_PN0_	alu_resultM[24]$_DFF_PN0_	750
==> worst register-to-register path, delay by kind of cell (launching register included) <==
family / cells / cell delay, ps
simple gates: 2 / 540
flops: 1 / 470
xor+xnor: 1 / 220
buf+inv: 6 / 1400
compound gates: 11 / 2500
fa+ha+maj: 9 / 3950
==> layout make-up <==
| class | instances | area (µm²) | share of cell area (%) |
|---|---|---|---|
| Timing Repair Buffer | 427 | 4044 | 13.04 |
| Inverter | 553 | 2078 | 6.704 |
| Antenna cell | 5 | 12.51 | 0.04036 |
| Clock buffer | 9 | 225.2 | 0.7265 |
| Multi-Input combinational cell | 2387 | 21170 | 68.28 |
| Tap cell | 680 | 850.8 | 2.745 |
| Clock inverter | 7 | 96.34 | 0.3108 |
| Sequential cell | 101 | 2527 | 8.153 |
==> cell families (layout without fill, tap and decap cells) <==
family / count (synthesis) / after routing / share of synthesized area [%]
AOI/OAI and AO/OA: 593 / 593 / 15.43
xor gates and xnor gates: 126 / 126 / 4.536
muxes: 17 / 17 / 0.6764
DFF: 101 / 101 / 9.554
other: 0 / 5 / 0
adders and majority gates: 661 / 661 / 42.93
and+or+nand+nor: 990 / 990 / 16.33
buffers and inverters: 708 / 996 / 10.54
