File: flow/run.sh
#!/bin/bash
# OpenROAD 26Q1-2900-gdf79404cd8, Yosys 0.63+post, stock flow scripts
make -C /OpenROAD-flow-scripts/flow DESIGN_CONFIG=/design/flow/config.mk WORK_HOME=/design/flow/orfs finish
File: flow/config.mk
export PLATFORM = sky130hd
export DESIGN_NAME = Register_file
export DESIGN_NICKNAME = Register_file
export VERILOG_FILES = /design/flow/design.v
export SDC_FILE = /design/flow/constraint.sdc
export NUM_CORES = 4
export LEC_CHECK = 1
export CORE_UTILIZATION = 40
File: flow/constraint.sdc
current_design Register_file

set clk_period 3.3
set clk_io_pct 0.2

create_clock -name clk0 -period $clk_period [get_ports {clk}]

set non_clock_inputs [all_inputs -no_clocks]
set_input_delay [expr $clk_period * $clk_io_pct] -clock clk0 $non_clock_inputs
set_output_delay [expr $clk_period * $clk_io_pct] -clock clk0 [all_outputs]
File: flow/design.v
module Register_file (
	input clk,     
	input rst_n,   
	input flushE,
	input [4:0] A1,
	input [4:0] A2,
	input [4:0] A3,
	input [31:0] WD3,
	input WE3,
	input [1:0] imm_srcD,
	input [31:0] PCD,
	input [4:0] RdD,
	input [24:0] imm,
	input [31:0] PC_plus4D,
	input [1:0] forwardAE,
	input [1:0] forwardBE,
	input wire n_for1_4A,
	input wire n_for1_4B,
	output reg [31:0] RD2E,
	output reg [31:0] RD1E,
	output reg [31:0] Rs1E,
	output reg [31:0] Rs2E,
	output reg [31:0] PCE,
	output reg [31:0] RdE,
	output reg [31:0] immExtE,
	output reg [31:0] PC_plus4E
);
wire [31:0] RD1;
wire [31:0] RD2;
reg [31:0] immExtD;
reg [31:0] register_file [0:255];
integer i;
always @(posedge clk or negedge rst_n) begin 
	if(~rst_n) begin
		for (i = 0; i < 256; i = i + 1) begin
			register_file[i] <= 0;
		end
	end else begin
		if (WE3) begin
			register_file[A3] <= WD3;
		end
	end
end
assign RD1 = (n_for1_4A) ? WD3 : register_file[A1];
assign RD2 = (n_for1_4B) ? WD3 : register_file[A2];
always @(imm_srcD, imm) begin
	case (imm_srcD)
		2'b01: immExtD = {{20{imm[24]}},imm[24:18],imm[4:0]};    
		2'b10: immExtD = {{20{imm[24]}},imm[0],imm[23:18],imm[4:1],1'b0};   
		2'b00: immExtD = {{20{imm[24]}},imm[24:13]};    
		2'b11: immExtD = {{12{imm[24]}},imm[12:5],imm[13],imm[23:14],1'b0};    
		default : immExtD = 0;
	endcase
end
always @(posedge clk or negedge rst_n) begin
	if(~rst_n) begin
		RD1E <= 0;
		RD2E <= 0;
		PCE <= 0;
		RdE <= 0;
		immExtE <= 0;
		PC_plus4E <= 0;
		Rs1E <= 0;
		Rs2E <= 0;
	end else begin
		if(flushE) begin
			RD1E <= 0;
			RD2E <= 0;
			PCE <= 0;
			RdE <= 0;
			immExtE <= 0;
			PC_plus4E <= 0;
			Rs1E <= 0;
			Rs2E <= 0;	
		end
		else begin
			RD1E <= RD1;
			RD2E <= RD2;
			PCE <= PCD;
			RdE <= RdD;
			immExtE <= immExtD;
			PC_plus4E <= PC_plus4D;
			Rs1E <= A1;
			Rs2E <= A2;
		end
	end
end
endmodule
==> flow_results.xml <==
<?xml version="1.0" encoding="UTF-8"?>
<metrics>
  <group name="drt">
    <metric name="drt.antenna.violating_nets" unit="">0</metric>
    <metric name="initialDrtViolationCount" unit="">7050</metric>
    <metric name="wl" unit="um">353000</metric>
    <metric name="drtPass1Iterations" unit="">9</metric>
    <metric name="avgRoutedWirePerCell" unit="um">41.9</metric>
    <metric name="drcViolationCount" unit="">0</metric>
    <metric name="vias_per_cell" unit="">6.88</metric>
    <metric name="route.vias.total" unit="">57862</metric>
  </group>
  <group name="yosys">
    <metric name="yosys_cells" unit="">5975</metric>
    <metric name="synthArstFlopShare" unit="%">100</metric>
    <metric name="synth_seq_share" unit="%">50.7</metric>
    <metric name="post_synth_num_cell_types" unit="">70</metric>
    <metric name="synth.yosys.chip_area" unit="um2">58600</metric>
    <metric name="postSynthAreaPerCell" unit="um2">9.81</metric>
    <metric name="count_of_flip_flops_with_a_built_in_enable_after_synthesis" unit="">0</metric>
    <metric name="flop_cell" unit="">sky130_fd_sc_hd__dfrtp_1</metric>
    <metric name="synth_flops" unit="">1188</metric>
    <metric name="post-synth-top-area-cell" unit="">sky130_fd_sc_hd__dfrtp_1</metric>
    <metric name="synth_cells" unit="">5975</metric>
    <metric name="yosysWarningCount" unit="">2</metric>
    <metric name="ys_top_cells_by_area" unit="">sky130_fd_sc_hd__dfrtp_1 (51%), sky130_fd_sc_hd__mux2_2 (8.6%), sky130_fd_sc_hd__nand3_1 (5.5%)</metric>
    <metric name="yosys.area.top_type_share" unit="%">50.7</metric>
    <metric name="synthesis.area" unit="um2">58600</metric>
  </group>
  <group name="clocking">
    <metric name="clock_input_transition_at_the_sequential_cells_of_the_worst_setup_and_hold_paths" unit="ns">0.06</metric>
    <metric name="clkLatencyLatePin" unit="ns">0.79</metric>
    <metric name="tritoncts" unit="">yes</metric>
    <metric name="clk_path_buf_depth" unit="">3</metric>
    <metric name="post-cts-setup-buffer-count" unit="">0</metric>
    <metric name="tritoncts_num_sinks" unit="">1188</metric>
    <metric name="cts_hold_repair.buffers" unit="">1</metric>
    <metric name="clock_buffers_created_by_tritoncts" unit="">137</metric>
    <metric name="cts.repair.resized" unit="">0</metric>
    <metric name="cts_max_level" unit="">4</metric>
    <metric name="cts-root-buf" unit="">sky130_fd_sc_hd__clkbuf_16</metric>
  </group>
  <group name="global_route">
    <metric name="grtUsageTotal" unit="%">49.5</metric>
    <metric name="grt_max_degree" unit="">124</metric>
    <metric name="global_route.overflow_total" unit="">0</metric>
    <metric name="first_global_vias" unit="">54606</metric>
    <metric name="global_route_wire_length_before_repair" unit="um">475000</metric>
    <metric name="use_met1" unit="%">64.5</metric>
    <metric name="number_of_antenna_violations_at_the_first_check_in_global_routing" unit="">37</metric>
    <metric name="global_route.peak_usage_layer" unit="">met2</metric>
    <metric name="globalRouteMet2Util" unit="%">66.0</metric>
    <metric name="grt_util_met3" unit="%">25.5</metric>
  </group>
  <group name="power">
    <metric name="power.share.clock" unit="%">39.0</metric>
    <metric name="cellPowerDensity" unit="nW/um2">572</metric>
    <metric name="worst_ir_drop_vdd" unit="uV">463</metric>
    <metric name="power.leakage" unit="nW">32.2</metric>
    <metric name="power.share.switching" unit="%">29.6</metric>
    <metric name="internal_power" unit="mW">29.4</metric>
    <metric name="seq_power_share" unit="%">46.5</metric>
    <metric name="power" unit="mW">41.7</metric>
    <metric name="switchingPower" unit="mW">12.4</metric>
    <metric name="share_comb_of_total_power" unit="%">14.5</metric>
  </group>
  <group name="placement">
    <metric name="io_buffers" unit="">323</metric>
    <metric name="postPlaceCellArea" unit="um2">68100</metric>
    <metric name="dpl_wire_length" unit="um">225000</metric>
    <metric name="gp_congestion" unit="">1.04</metric>
  </group>
  <group name="critical_path">
    <metric name="cp_data_required_time" unit="ns">4.02</metric>
    <metric name="setup.reg_to_reg.worst_slack" unit="ns">1.17</metric>
    <metric name="worstSetupStartpointType" unit="">input port</metric>
    <metric name="type_of_the_worst_setup_path" unit="">in -&gt; reg</metric>
    <metric name="path_max_fanout" unit="">16</metric>
    <metric name="endpoint_kind" unit="">flop</metric>
    <metric name="critPathArrivalTime" unit="ns">3.54</metric>
  </group>
  <group name="die">
    <metric name="std_cell_rows" unit="">140</metric>
    <metric name="fp_util" unit="%">40.3</metric>
    <metric name="floorplan.die_area" unit="um2">148000</metric>
    <metric name="die-height" unit="um">385</metric>
    <metric name="die_w" unit="um">385</metric>
    <metric name="core_region_area" unit="um2">146000</metric>
    <metric name="io_pins" unit="">409</metric>
  </group>
  <group name="final_timing">
    <metric name="timing_hold_violations_final" unit="">0</metric>
    <metric name="setup_skew" unit="ns">0.0221</metric>
    <metric name="grt_setup_unrepaired" unit="">no</metric>
    <metric name="whs" unit="ns">0.175</metric>
    <metric name="timing_max_transition_violations_final" unit="">0</metric>
    <metric name="tightestPinTransition" unit="ns">1.14</metric>
    <metric name="worst_slew_margin_relative_to_its_limit" unit="%">23.9</metric>
    <metric name="fmax" unit="MHz">355</metric>
    <metric name="setup_viol" unit="">0</metric>
    <metric name="final_min_period_over_clock_period" unit="%">85.5</metric>
    <metric name="period_minus_slack" unit="ns">2.82</metric>
    <metric name="fin_tns_setup" unit="ns">0</metric>
  </group>
  <group name="worst_hold_path">
    <metric name="hold_class" unit="">in -&gt; async</metric>
  </group>
  <group name="run">
    <metric name="drv_cap" unit="">0</metric>
    <metric name="warning_count" unit="">45</metric>
  </group>
  <group name="layout">
    <metric name="final_core_util" unit="%">50.1</metric>
    <metric name="fin_area" unit="um2">72900</metric>
    <metric name="drive_above_1_share" unit="%">21.0</metric>
    <metric name="areaGrowthSynthToFinish" unit="%">24.4</metric>
  </group>
  <group name="status">
    <metric name="run_status" unit="">complete, no violations</metric>
  </group>
</metrics>
## per-layer routing
layer  up-vias  share of wire [%]
met5         -              0.055
met4        26                8.3
met3      1486                 15
met2      4788                 41
met1     28911                 36
li1      22651                  -
## flip-flops by register name (all words and copies together) (netlist names)
name,flops
Rs2E,5
PCE,32
RdE,5
register_file,1024
Rs1E,5
immExtE,21
RD1E,32
RD2E,32
PC_plus4E,32
## logic make-up (layout without fill, tap and decap cells)
| group | after synthesis | in the layout | share of synthesized area [%] |
|---|---|---|---|
| simple gates | 2132 | 2132 | 18.6 |
| xor+xnor | 1 | 1 | 0.0149 |
| buf+inv | 734 | 1132 | 5.50 |
| mux | 502 | 502 | 9.53 |
| compound gates | 1417 | 1417 | 15.7 |
| flops | 1188 | 1188 | 50.7 |
| other cells | 1 | 122 | 0.00640 |
## placed cells by master (no fill, tap or decap), types with 20 or more instances in the layout
| cell type | instances |
|---|---|
| sky130_fd_sc_hd__clkbuf_16 | 140 |
| sky130_fd_sc_hd__clkbuf_8 | 24 |
| sky130_fd_sc_hd__nand2_1 | 636 |
| sky130_fd_sc_hd__diode_2 | 41 |
| sky130_fd_sc_hd__inv_1 | 34 |
| sky130_fd_sc_hd__a21oi_1 | 98 |
| sky130_fd_sc_hd__nor2_4 | 22 |
| sky130_fd_sc_hd__mux2i_1 | 52 |
| sky130_fd_sc_hd__mux2_2 | 450 |
| sky130_fd_sc_hd__a32oi_1 | 20 |
| sky130_fd_sc_hd__a2111oi_0 | 69 |
| sky130_fd_sc_hd__clkinv_2 | 22 |
| sky130_fd_sc_hd__clkbuf_1 | 22 |
| sky130_fd_sc_hd__or4_1 | 34 |
| sky130_fd_sc_hd__nor2_2 | 41 |
| sky130_fd_sc_hd__and3_1 | 216 |
| sky130_fd_sc_hd__o21ai_0 | 623 |
| sky130_fd_sc_hd__nand3_1 | 642 |
| sky130_fd_sc_hd__conb_1 | 81 |
| sky130_fd_sc_hd__o31a_1 | 54 |
| sky130_fd_sc_hd__nor2_1 | 26 |
| sky130_fd_sc_hd__a31oi_1 | 30 |
| sky130_fd_sc_hd__a22o_1 | 46 |
| sky130_fd_sc_hd__buf_4 | 370 |
| sky130_fd_sc_hd__a22oi_1 | 362 |
| sky130_fd_sc_hd__nor3_1 | 25 |
| sky130_fd_sc_hd__nor2b_1 | 91 |
| sky130_fd_sc_hd__a221oi_1 | 23 |
| sky130_fd_sc_hd__buf_12 | 168 |
| sky130_fd_sc_hd__dfrtp_1 | 1188 |
| sky130_fd_sc_hd__nand4_1 | 240 |
| sky130_fd_sc_hd__clkdlybuf4s50_1 | 309 |
## critical path: stages
cell                      delay (ns)
sky130_fd_sc_hd__buf_2          0.28
sky130_fd_sc_hd__buf_4          0.33
sky130_fd_sc_hd__nor2_4         0.73
sky130_fd_sc_hd__buf_4          0.44
sky130_fd_sc_hd__a22o_1         0.19
sky130_fd_sc_hd__a22oi_1        0.07
sky130_fd_sc_hd__and4_1         0.17
sky130_fd_sc_hd__a31oi_1        0.42
sky130_fd_sc_hd__buf_4          0.19
## through the flow
| stage | cells | setup slack (ns) |
|---|---|---|
| 6_report | 8411 | 0.480 |
| 5_1_grt | 8371 | 0.639 |
| 4_1_cts | 8370 | 0.726 |
| 3_5_place_dp | 8128 | -0.0901 |
| 3_3_place_gp | 8128 | -0.113 |
| 2_1_floorplan | 6055 | 0.799 |
## synthesized netlist by cell type, drive strengths merged (10+ instances only)
cell type,instances
o21ai,623
a22oi,362
o31a,54
and3,219
a2111oi,69
nand4,240
a32oi,20
a221o,12
nor4,15
nor2b,98
mux2,450
nand2b,14
nor2,89
mux2i,52
and3b,10
dfrtp,1188
a222oi,12
a21oi,98
a221oi,23
inv,34
nor3b,16
a21o,11
a22o,46
buf,214
nor3,32
nand3b,18
or4,34
clkbuf,486
a31oi,30
and2,13
nand2,648
nand3,646
## path summary, 6_finish.rpt
kind	from	to	cells after the start
min reg2reg	register_file[19][9]	register_file[19][9]	2
max	A1[2]	RD1E[9]	9
min in group clk0	RdD[2]	RdE[2]	2
max reg2reg	register_file[21][28]	RD2E[28]	5
min	rst_n	register_file[26][5]	2
max in group asynchronous	rst_n	RD2E[30]	2
## power by group through the flow
stage	sequential [mW]	clock (mW)	combinational (mW)
after CTS	19.3	16.4	5.87
after global routing	19.6	16.9	6.42
final	19.4	16.3	6.04
## cell type report
cell class | instances | area, um2
fill | 13148 | 72700
tap | 1917 | 2400
multi-input combinational | 4133 | 26500
clock buffer | 186 | 3920
clock inverter | 55 | 801
antenna | 41 | 103
inverter | 34 | 128
timing repair buffer | 857 | 9310
sequential | 1188 | 29700
No activity file was given, so power comes from the tool's default toggle rates.
