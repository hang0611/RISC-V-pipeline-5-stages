### ./design.v
module control_unit (
	input clk,     
	input rst_n,   
	input [6:0] op,
	input [2:0] funct3,
	input [6:0] funct7,
	input zeroE,
	output reg reg_writeW,
	output reg [1:0] result_srcW,
	output reg mem_writeM,
	output reg [2:0] alu_controlE,
	output reg alu_srcE,
	output reg [1:0] imm_srcD,
	output PC_srcE,
	output [1:0] result_srcE0,
	output reg reg_writeM
);
reg reg_writeD;
reg [1:0] result_srcD;
reg mem_writeD;
reg jumpD;
reg branchD;
reg [2:0] alu_controlD;
reg alu_srcD;
reg reg_writeE;
reg [1:0] result_srcE;
reg mem_writeE;
reg jumpE;
reg branchE;
reg [1:0] result_srcM;
reg [1:0] alu_op;
assign result_srcE0 = result_srcE[0];
always @(op, funct3, funct7) begin
	case (op)
		7'b0000011: begin  
			reg_writeD = 1;
			imm_srcD = 2'b00;
			alu_srcD = 1;
			mem_writeD = 0;
			result_srcD = 01;
			alu_op = 2'b00;
			branchD = 0;
			jumpD = 0;
		end
		7'b0100011: begin  
			reg_writeD = 0;
			imm_srcD = 2'b01;
			alu_srcD = 1;
			mem_writeD = 1;
			result_srcD = 00;
			alu_op = 2'b00;
			branchD = 0;
			jumpD = 0;
		end
		7'b0110011: begin  
			reg_writeD = 1;
			imm_srcD = 2'b00;
			alu_srcD = 0;
			mem_writeD = 0;
			result_srcD = 00;	
			alu_op = 2'b10;	
			branchD = 0;
			jumpD = 0;	
		end
		7'b1100011: begin  
			reg_writeD = 0;
			imm_srcD = 2'b10;
			alu_srcD = 0;
			mem_writeD = 0;
			result_srcD = 00;		
			alu_op = 2'b01;	
			branchD = 1;
			jumpD = 0;
		end
		7'b0010011: begin  
			reg_writeD = 1;
			imm_srcD = 2'b00;
			alu_srcD = 1;
			mem_writeD = 0;
			result_srcD = 2'b00;		
			alu_op = 2'b10;	
			branchD = 0;
			jumpD = 0;
		end
		7'b1101111: begin  
			reg_writeD = 1;
			imm_srcD = 2'b11;
			alu_srcD = 0;
			mem_writeD = 0;
			result_srcD = 10;		
			alu_op = 2'b00;	
			branchD = 0;
			jumpD = 1;
		end
		default : begin
			reg_writeD = 0;
			imm_srcD = 2'b00;
			alu_srcD = 0;
			mem_writeD = 0;
			result_srcD = 00;		
			alu_op = 2'b00;
			branchD = 0;
			jumpD = 0;		
		end
	endcase
end
always @(alu_op, funct3, funct7) begin
	case (alu_op)
		2'b00: alu_controlD = 3'b000;
		2'b01: alu_controlD = 3'b001;
		2'b10: begin
			if(~(|funct3)) begin
				if(op[5]&funct7[5]) begin
					alu_controlD = 3'b001;
				end
				else if(op[5]&funct7[0]) begin
					alu_controlD = 3'b110;
				end
				else begin
					alu_controlD = 3'b000;
				end 
			end
			else if(funct3 == 3'b010) begin
				alu_controlD = 3'b101;
			end
			else if(funct3 == 3'b110) begin
				alu_controlD = 3'b011;
			end
			else if(funct3 == 3'b111) begin
				alu_controlD = 3'b010;
			end
			else begin
				alu_controlD = 3'b111;
			end
		end
		default : alu_controlD = 3'b111;
	endcase
end
always @(posedge clk or negedge rst_n) begin
	if(~rst_n) begin
		reg_writeE <= 0;
		result_srcE <= 0;
		mem_writeE <= 0;
		jumpE <= 0;
		branchE <= 0;
		alu_controlE <= 0;
		alu_srcE <= 0;
	end else begin
		reg_writeE <= reg_writeD;
		result_srcE <= result_srcD;
		mem_writeE <= mem_writeD;
		jumpE <= jumpD;
		branchE <= branchD;
		alu_controlE <= alu_controlD;
		alu_srcE <= alu_srcD;
	end
end
assign PC_srcE = (zeroE & branchE) | jumpE;
always @(posedge clk or negedge rst_n) begin
	if(~rst_n) begin
		reg_writeM <= 0;
		result_srcM <= 0;
		mem_writeM <= 0;
	end else begin
		reg_writeM <= reg_writeE;
		result_srcM <= result_srcE;
		mem_writeM <= mem_writeE;
	end
end
always @(posedge clk or negedge rst_n) begin
	if(~rst_n) begin
		reg_writeW <= 0;
		result_srcW <= 0;
	end else begin
		reg_writeW <= reg_writeM;
		result_srcW <= result_srcM;
	end
end
endmodule 
### ./run.sh
#!/bin/bash
# OpenROAD 26Q1-2900-gdf79404cd8, Yosys 0.63+post, stock flow scripts
make -C /OpenROAD-flow-scripts/flow DESIGN_CONFIG=/design/flow/config.mk WORK_HOME=/design/flow/orfs finish
### ./config.mk
export PLATFORM = sky130hd
export DESIGN_NAME = control_unit
export DESIGN_NICKNAME = control_unit
export VERILOG_FILES = /design/flow/design.v
export SDC_FILE = /design/flow/constraint.sdc
export NUM_CORES = 4
export LEC_CHECK = 1
export CORE_AREA = 10 10 70 70
export DIE_AREA = 0 0 80 80
### ./constraint.sdc
current_design control_unit

set clk_period 2.2
set clk_io_pct 0.2

create_clock -name clk0 -period $clk_period [get_ports {clk}]

set non_clock_inputs [all_inputs -no_clocks]
set_input_delay [expr $clk_period * $clk_io_pct] -clock clk0 $non_clock_inputs
set_output_delay [expr $clk_period * $clk_io_pct] -clock clk0 [all_outputs]
==> results_dict.tcl <==
# collected from the flow reports
set metrics [dict create \
    syn_to_final_growth_pct 69.5 \
    numCtsBuffers 3 \
    cts_tree "done" \
    r2r_setup_slack_ns 1.69 \
    ys_area_sq_um 641 \
    synthArstFlopShare_pct 100 \
    dr_total_vias 518 \
    die_area_sq_um 6400 \
    antenna_left 0 \
    ff_type "dfrtp_1" \
    total_power_mw 0.542 \
    numPortBuffers 27 \
    grt_usage_pct 4.33 \
    grt_overflow 0 \
    r2r-end "result_srcM[0]$_DFF_PN0_" \
    wl_per_cell_um 10.1 \
    wl_um 1420 \
    timing.rr.start "result_srcE[0]$_DFF_PN0_" \
    warning_count 31 \
    startpoint "op[3]" \
    syn_avg_cell_area_sq_um 12.3 \
    reg2reg_depth 0 \
    ctsLongestPathBuffers 2 \
    syn_area_sq_um 641 \
    ir_drop_mv 0.166 \
    ys_warn_count 1 \
    ys_cells 52 \
    min_period_ns 2.09 \
    cp_cell_sequence "clkdlybuf4s50_1 -> buf_4 -> or2_2 -> a21oi_1 -> dlygate4sd2_1" \
    slew_headroom_pct 54.4 \
    grt_pass1_vias 547 \
    grt_max_degree 18 \
    critical-path-slowest-cell "clkdlybuf4s50_1" \
    grt_pass1_wl_um 2300 \
    hold_end "reg_writeM$_DFF_PN0_" \
    coreArea_sq_um 3420 \
    ys_top_cells_by_area "dfrtp_1 (66%), nor2_1 (3.5%), nand3_1 (2.3%), nor3_1 (2.3%), a211oi_1 (2.3%)" \
    required_ns 1.76 \
    syn_inst 52 \
    dp_slack_ns -0.262 \
    place_hpwl_um 1220 \
    worst_slew_pin_slew_ns 0.682 \
    hold_depth 0 \
    top_area_cell "dfrtp_1" \
    worstSetupPathType "input port to primary output" \
    rsz0062_at_grt "false" \
    post_cts_buffers 0 \
    initial_core_util_pct 18.8 \
    fin_crit_sh_pct 95.2 \
    cp.arrival_ns 1.65 \
    drive_above_1_share_pct 21.3 \
    m1WireLength_um 583 \
    finalClockSkew_ns 0.000415 \
    power_density_nw_per_um2 499 \
    max_cap_viol_count 0 \
    critPathMaxStageDelay_ns 0.42 \
    hp-start "reg_writeE$_DFF_PN0_" \
    netlist.area_leader.share_pct 66.4 \
    drt-initial-drc-count 42 \
    min_path_type "flop to flop" \
    setup-violations-final 0 \
    die_y_um 80 \
    ys_top_cells_by_count "dfrtp_1 (17), nor2_1 (6), nand3_1 (3), nor3_1 (3)" \
    fin_ws_ns 0.106 \
    cts.clk_slew.worst_paths_ns 0.08 \
    synthDistinctLibCells 22 \
    startpoint_type "input port" \
    edf_count 0 \
    clk_latency_ns 0.27 \
    top_cell "dfrtp_1" \
    fmax_mhz 478 \
    cp-end-kind "primary output" \
    row_count 21 \
    wl_met2_um 665 \
    status "complete, no violations" \
    dr.pass1.iters 4 \
    num_io_pins 34 \
    postSynthSeqShare_pct 66.4 \
    antennaDiodeCount 0 \
    finalHoldViolCount 0 \
    synth_flops 17 \
    cts_max_level 1 \
    wl_met3_um 161 \
    drc 0 \
    leakage_nw 0.510 \
    die_w_um 80 \
    hold_buffers 0 \
    slew_violations 0 \
    antenna_found_initial 0 \
    cts_root_buf "clkbuf_4" \
    top_layer_used "met4" \
    via_per_inst 3.70 \
    routabilityCongestion 0.769 \
    cts.sinks 17 \
    cp_max_fo 4 \
]
[what timing repair did]
| action | CTS | global route |
|---|---|---|
| endpoints found under the hold margin | 0 | 0 |
| gates cloned | 0 | 0 |
| resized | 2 | 2 |
| setup endpoints to repair | 2 | 2 |
[critical path, delay by kind of cell]
kind,cells,cell delay [ns]
buf+inv,3,0.79
compound gates,1,0.13
simple gates,1,0.29
[layout make-up]
class / count / area [sq um]
multi-input cells: 33 / 205
fillers: 360 / 2330
clock buffers: 4 / 26.3
well taps: 46 / 57.6
flip-flops and latches: 17 / 425
repair buffers: 40 / 372
[layer usage]
layer  GRT usage, %  vias up
li1               -      266
met1           5.02      234
met2           7.38       16
met3           1.82        2
met4          0.704        0
met5              0        -
[worst max path at each step]
stage	endpoint	slack, ns	depth (start not counted)
after CTS	imm_srcD[0]	-0.22	4
after global routing	imm_srcD[1]	0.02	5
final	imm_srcD[1]	0.11	5
[power breakdown]
group | internal [mW] | total [mW] | switching, mW
Combinational | 0.0468 | 0.0755 | 0.0287
Sequential | 0.315 | 0.316 | 0.000705
Clock | 0.0702 | 0.151 | 0.0807
[layout by cell type, fill, tap and decap left out, types with 2 or more instances in the layout]
cell             Yosys  final
buf_4                2     13
nor2_1               6      6
nand3b_1             2      2
clkdlybuf4s50_1      0     24
nand3_1              3      3
clkbuf_4             0      3
nand2_1              2      2
a21oi_1              2      2
dlymetal6s2s_1       0      2
nor3_1               3      3
dfrtp_1             17     17
[stage by stage]
stage | util, % | hold WS (ns) | setup TNS (ns) | cell area [sq um] | std cells
after floorplan | - | 0.144 | 0 | 641 | 52
after global placement | 30.8 | 0.333 | -0.483 | 1050 | 136
after detailed placement | 30.8 | 0.335 | -0.511 | 1050 | 136
after CTS | 31.6 | 0.354 | -0.220 | 1080 | 140
after global routing | 31.8 | 0.364 | 0 | 1090 | 140
final | 31.8 | 0.353 | 0 | 1090 | 140
[flip-flops by register name (all words and copies together) (netlist names)]
register,count
result_srcW,2
result_srcE,2
mem_writeE,1
branchE,1
alu_srcE,1
reg_writeW,1
reg_writeM,1
reg_writeE,1
jumpE,1
alu_controlE,3
mem_writeM,1
result_srcM,2
[cell families (layout without fill, tap and decap cells)]
group	Yosys count	count (layout)	share of synthesized area, %
DFF	17	17	66.4
other	1	1	0.585
and+or+nand+nor	23	23	19.7
buffers and inverters	2	44	2.34
AOI/OAI and AO/OA	9	9	10.9
